==> flow/design.v <==
`timescale 1ns / 1ps
module top_ledBlink(
    input       clk,
    input       rstb,
    input [3:0] swt,
    output [3:0] led
);
wire [31:0] w_i_cnt_25M = 32'd25000000;
wire [31:0] w_i_cnt_50M = 32'd50000000;
wire [31:0] w_i_cnt_100M = 32'd100000000;
wire [31:0] w_i_cnt_200M = 32'd200000000;
counter_toggle
cnt_25M
(
    .clk(clk),
    .rstb(rstb),
    .ena(swt[0]),
    .i_cntMax(w_i_cnt_25M),
    .o_toggle(led[0])
);
counter_toggle
cnt_50M
(
    .clk(clk),
    .rstb(rstb),
    .ena(swt[1]),
    .i_cntMax(w_i_cnt_50M),
    .o_toggle(led[1])
);
counter_toggle
cnt_100M
(
    .clk(clk),
    .rstb(rstb),
    .ena(swt[2]),
    .i_cntMax(w_i_cnt_100M),
    .o_toggle(led[2])
);
counter_toggle
cnt_200M
(
    .clk(clk),
    .rstb(rstb),
    .ena(swt[3]),
    .i_cntMax(w_i_cnt_200M),
    .o_toggle(led[3])
);
endmodule
`timescale 1ns / 1ps
module counter_toggle(
    input           clk,
    input           rstb,
    input           ena,
    input [31:0]    i_cntMax,
    output reg      o_toggle
    );
    reg [31:0] cnt;
    always @(negedge rstb or posedge clk)begin
        if(!rstb)
            cnt <= 'b0;
        else if(!ena)
            cnt <= 'b0;
        else if(cnt == i_cntMax-1)
            cnt <= 'b0;
        else
            cnt <= cnt+1;
    end
    always@(negedge rstb or posedge clk)begin
        if(!rstb)
            o_toggle <= 0;
        else if(!ena)
            o_toggle <= 0;
        else if(cnt == i_cntMax-1)
            o_toggle <= ~o_toggle;
    end
endmodule
==> flow/run.sh <==
#!/bin/bash
# OpenROAD 26Q1-2900-gdf79404cd8, Yosys 0.63+post, stock flow scripts
make -C /OpenROAD-flow-scripts/flow DESIGN_CONFIG=/design/flow/config.mk WORK_HOME=/design/flow/orfs finish
==> flow/config.mk <==
export PLATFORM = sky130hd
export DESIGN_NAME = top_ledBlink
export DESIGN_NICKNAME = top_ledBlink
export VERILOG_FILES = /design/flow/design.v
export SDC_FILE = /design/flow/constraint.sdc
export NUM_CORES = 4
export LEC_CHECK = 1
export CORE_UTILIZATION = 30
==> flow/constraint.sdc <==
current_design top_ledBlink

set clk_period 5.5
set clk_io_pct 0.2

create_clock -name clk0 -period $clk_period [get_ports {clk}]

set non_clock_inputs [all_inputs -no_clocks]
set_input_delay [expr $clk_period * $clk_io_pct] -clock clk0 $non_clock_inputs
set_output_delay [expr $clk_period * $clk_io_pct] -clock clk0 [all_outputs]
==> flow_summary.toml <==
# synthesis and place-and-route metrics
[outcome]
status = "completed"

[critical_path]
end_kind = "primary output"
critPathKind = "reg -> out"
path_cells = "clkdlybuf4s50_1"
crit_path_max_fanout = 2
crit_arrival_ps = 1350
critPathBufInv = 1
critPathRequiredTime_ps = 4400
r2r_slack_ps = 3130
reg2reg_to = "cnt_100M.cnt[24]"
cpPeakStageDelay_ps = 510
r2r-start = "cnt_100M.cnt[25]"
slowest_stage = "clkdlybuf4s50_1"
cpLargestDelayFamily = "buffers and inverters"
r2r_cells = 6
start_kind = "flop"

[final_layout]
utilization = 0.3502
area_growth_pct = 14.51
regArea_um2 = 3303
final-comb-area_um2 = 3241
drive_gt1_frac = 0.06069
fin_cells = 1005
nFillCells = 2165

[yosys]
top_area_frac = 0.4948
area_leaders = "dfrtp_1 49%, xor2_1 10%, nor2_1 7.4%"
ys_types = 33
synth-seq-cells = 132
synth-adder-area-share = 0.007498
top_cells_by_count = "132 x dfrtp_1, 132 x nor2_1, 76 x xor2_1"
compound_area_frac = 0.01087
synthCells = 698
async_flop_share = 1.000
avgSynthCellArea_um2 = 9.563
ys_top_logic_family = "simple AND/OR/NAND/NOR gates"
ys_chip_area_um2 = 6675
yosys_warnings = 1
simple_gate_share = 0.3136
yosysTopAreaCell = "dfrtp_1"
syn_area_um2 = 6675
ys_seq_share = 0.4948
ys_sh_xor = 0.1535
ys_cells = 698
synth-edff-count = 0
ys_sh_mux = 0
ys.flop_type = "dfrtp_1"

[cts]
clockRootBuffer = "clkbuf_16"
clk_pin_slew_ps = 50
cts.sinks = 132
cts_tree = "yes"
cts_buffers = 17
cts_max_path_buffers = 2
cts_setup_buffers = 0
h-tree-depth = 4
cts.repair.resized = 0
cts_hold_repair.buffers = 0
clk_latency_ps = 410

[final_timing]
setup_ws_ps = 3054
tns_ps = 0
worst_pin_slew_ps = 895.0
hold_viol_final = 0
fin_crit_sh = 0.4448
fmax_ghz = 0.4087
finalClockSkew_ps = 4.446
drv_slew = 0
finalSetupViolCount = 0
rsz0062_at_grt = "no"
period_needed_ps = 2447
relSlewSlack = 0.3984

[grt]
antenna_found_initial = 0
grt_pass1_wl_um = 22910
track_usage = 0.1264
grt_pass1_vias = 4739
grt-ovfl-total = 0
grt_max_degree = 77

[drt]
drt_iter0_markers = 349
routed_wl_um = 12610
antenna_cells = 0
vias = 4827
wl_per_cell_um = 12.55
drcViolationCount = 0
viasPerCell = 4.803
drtAntennaViolNets = 0
firstDrtPassIters = 4

[die]
chipArea_um2 = 22850
fp_util = 0.3059
fp.dieH_um = 151.2
die_w_um = 151.2
io_pins = 10
rows = 54
core_area_um2 = 21820

[power]
finalPower_w = 0.002111
peakVddDrop_v = 0.0002365
p_per_area_nw_per_um2 = 276.2
leakage_nw = 3.170

[place]
dp_hpwl_um = 8281
port_buffers = 9
pre_cts_ws_ps = 3041
place_inst = 975
routabilityCongestion = 0.8298

[flow_run]
cap_violations = 0
log.warning_count = 25

[worst_hold_path]
hold_depth = 1
hold_path.class = "reg -> reg"
hold_end = "cnt_25M.cnt[0]"
worst_hold_startpoint = "cnt_25M.cnt[0]"
-- routing by layer --
| layer | up-vias | global-route usage | routed length (um) |
|---|---|---|---|
| li1 | 2461 | - | - |
| met5 | - | 0 | 0 |
| met3 | 5 | 0.02796 | 467 |
| met1 | 2310 | 0.2058 | 6731 |
| met2 | 51 | 0.1830 | 5321 |
| met4 | 0 | 0.01000 | 92 |
-- layout make-up --
class,instances,share of cell area
Clock buffer,25,0.06351
Clock inverter,5,0.009822
Inverter,6,0.002946
Multi-Input combinational cell,538,0.4240
Sequential cell,132,0.4321
Tap cell,280,0.04583
Timing Repair Buffer,19,0.02177
-- sequential cells by signal (all words and copies together) (netlist names) --
register	cells
cnt_200M.cnt	32
cnt_100M.o_toggle	1
cnt_100M.cnt	32
cnt_50M.cnt	32
cnt_25M.cnt	32
cnt_200M.o_toggle	1
cnt_25M.o_toggle	1
cnt_50M.o_toggle	1
-- worst max path at each step --
stage,from,cells past startpoint,slack (ps),endpoint
4_1_cts,cnt_100M.o_toggle,1,3010,led[2]
5_1_grt,cnt_100M.cnt[25],6,2920,cnt_100M.cnt[30]
6_report,cnt_100M.o_toggle,1,3050,led[2]
-- cells in the final DEF (no fill, tap or decap), types with 3 or more instances in the layout --
cell type / count
inv_1: 6
nand2b_1: 3
and4_1: 15
or3_1: 8
nor4_1: 19
xor2_1: 76
buf_4: 10
and3_1: 24
nor4b_1: 4
nor2_1: 132
xnor2_1: 41
ha_1: 4
dfrtp_1: 132
nand2_1: 42
or4_1: 3
clkbuf_8: 3
nand4_1: 47
nand3_1: 59
o21ai_0: 7
nor4_2: 3
clkdlybuf4s50_1: 8
a21oi_1: 6
clkbuf_16: 17
clkbuf_1: 5
nor3_1: 16
and2_1: 19
clkinv_2: 3
-- where the power goes --
| group | internal [W] | switching (W) | total, W |
|---|---|---|---|
| clock | 0.000696 | 0.000375 | 0.00107 |
| sequential | 0.000980 | 0.00000795 | 0.000988 |
| combinational | 0.0000132 | 0.0000401 | 0.0000532 |
| total | 0.00169 | 0.000423 | 0.00211 |
-- metrics by stage --
stage | hold WS [ps] | cell area [um^2]
final | 491.2 | 7644
after global routing | 527.9 | 7644
after global placement | 479.7 | 7083
after CTS | 493.6 | 7644
after floorplan | 454.7 | 6675
after detailed placement | 486.0 | 7083
-- kinds of logic (layout without fill, tap and decap cells) --
| group | after synthesis | in the layout |
|---|---|---|
| AND-OR/OR-AND | 14 | 14 |
| XOR/XNOR | 117 | 117 |
| adder cells (fa/ha/maj) | 4 | 4 |
| buffers and inverters | 28 | 55 |
| flip-flops | 132 | 132 |
| AND/OR/NAND/NOR | 403 | 403 |
Power and IR drop assume default switching activity.
